<file path="/design/flow/design.v">
typedef struct packed {
  logic [15:0] tag_id;          
  logic        is_vip;          
  logic [2:0]  preferred_lot;   
  logic [3:0]  size_class;      
  logic [15:0] arrival_time;    
} CarPacket;
typedef struct packed {
  logic [15:0] tag_id;
  logic        is_vip;
} RetrievalRequest;
`timescale 1ns/1ps
module timer #(parameter int DURATION = 100)(
    input logic clk, rst_n, enable,
    output logic done
);
    logic [DURATION:0] count;
    always_ff @(posedge clk or negedge rst_n) begin
        if (!rst_n)
            count <= 0;
        else if (enable && !done)
            count <= count + 1;
        else if (!enable)
            count <= 0;
    end
    assign done = (count == DURATION);
endmodule
</file>
<file path="/design/flow/run.sh">
#!/bin/bash
# OpenROAD 26Q1-2900-gdf79404cd8, Yosys 0.63+post, stock flow scripts
make -C /OpenROAD-flow-scripts/flow DESIGN_CONFIG=/design/flow/config.mk WORK_HOME=/design/flow/orfs finish
</file>
<file path="/design/flow/config.mk">
export PLATFORM = sky130hd
export DESIGN_NAME = timer
export DESIGN_NICKNAME = timer
export VERILOG_FILES = /design/flow/design.v
export SDC_FILE = /design/flow/constraint.sdc
export NUM_CORES = 4
export LEC_CHECK = 1
export CORE_UTILIZATION = 50
</file>
<file path="/design/flow/constraint.sdc">
current_design timer

set clk_period 13.9
set clk_io_pct 0.2

create_clock -name clk0 -period $clk_period [get_ports {clk}]

set non_clock_inputs [all_inputs -no_clocks]
set_input_delay [expr $clk_period * $clk_io_pct] -clock clk0 $non_clock_inputs
set_output_delay [expr $clk_period * $clk_io_pct] -clock clk0 [all_outputs]
</file>
==> impl_results.rst <==
Run summary
-----------

.. list-table::
   :header-rows: 1

   * - Metric
     - Value
   * - Combined area of all synthesized cells
     - 0.00574 mm2
   * - Post-CTS Hold Buffers
     - 0
   * - Family with the most delay on the worst path
     - simple AND/OR/NAND/NOR gates
   * - Part of the total power dissipated in sequential elements
     - 0.511
   * - Number of distinct library cells after synthesis
     - 46
   * - Top cells by count
     - sky130_fd_sc_hd__dfrtp_1, sky130_fd_sc_hd__nor2_1, sky130_fd_sc_hd__nand2_1
   * - Slowest stage delay, CP
     - 0.57 ns
   * - Number of clock buffers inserted by TritonCTS
     - 9
   * - H-tree lvl count
     - 3
   * - Leftover overflow at the end of global routing
     - 0
   * - Largest type area fraction
     - 0.441
   * - Overall die width
     - 109 um
   * - Number of max-slew violations in the final report
     - 0
   * - Type of the worst min-delay path
     - flop to flop
   * - CP Cell Sequence
     - nor4_1 -> nand4_1 -> nor3_1 -> nand2_1 -> clkinv_1 -> clkdlybuf4s50_1
   * - Number of detailed-routing iterations run before antenna repair
     - 4
   * - Sum Neg Setup Slack
     - 0 ns
   * - Half-perimeter wire length after placement
     - 10300 um
   * - Proportion of layout cells with a drive suffix above 1
     - 0.0664
   * - Port bufs
     - 3
   * - Inserted Diodes
     - 0
   * - Main flop type after synthesis
     - sky130_fd_sc_hd__dfrtp_1
   * - Chip height
     - 109 um
   * - Logic pwr share
     - 0.028
   * - Final standard cell count with taps included and fillers excluded
     - 773
   * - Post-synthesis adder-cell area fraction
     - 0.00436
   * - DR vias
     - 4692
   * - Final Critical Period
     - 5.86 ns
   * - Reported net switching power
     - 121 uW
   * - Synth async-reset ratio
     - 1.00
   * - Transition time of the tightest slew-check pin
     - 0.835 ns
   * - Dpl cells
     - 758
   * - First-pass GRT wire length
     - 24100 um
   * - Fp util
     - 0.520
   * - Cell with the largest stage delay on the worst path
     - sky130_fd_sc_hd__nor4_1
   * - Post-synth EDFFs
     - 0
   * - Yosys warning count
     - 1
   * - Average routed wire per standard cell
     - 19.1 um
   * - Critical Path AT
     - 3.08 ns
   * - Gr busiest metal
     - met1
   * - Routing usage on met3
     - 0.0847
   * - Met2 Track Usage GR
     - 0.413
   * - Top-count cell post-synth
     - sky130_fd_sc_hd__dfrtp_1
   * - Cell type with the highest aggregate area in the netlist
     - sky130_fd_sc_hd__dfrtp_1
   * - Critical path startpoint category
     - flop
   * - DRC violation total after the first TritonRoute iteration
     - 320
   * - Tool Warnings
     - 26
   * - Final Setup Violations
     - 0
   * - Met1 Resource Use GR
     - 0.430
   * - Clock tree from TritonCTS
     - built
   * - Post-DR vias/cell
     - 6.07
   * - Worst-path clk slew
     - 0.07 ns
   * - Post-synth mux share
     - 0.0192
   * - Total Routing Usage GR
     - 0.279
   * - Remaining number of nets flagged by the antenna check after routing
     - 0
   * - Post-synthesis cell count
     - 635
   * - Post-synthesis xor/xnor area fraction
     - 0.102
   * - Total die area
     - 0.0119 mm2
   * - P_int
     - 458 uW
   * - Outcome
     - finished clean
   * - # DRC
     - 0
   * - Main logic family after synthesis
     - simple AND/OR/NAND/NOR gates
   * - Initial antenna violation count
     - 0
   * - Sinks on Clock Net
     - 101
   * - Worst setup path category
     - flop to primary output
   * - Max Freq
     - 171 MHz
   * - Setup crit end kind
     - primary output
   * - Area fraction in compound gates after synthesis
     - 0.0467
   * - GPL Wtd Cong
     - 0.915
   * - Fraction of the cycle the final worst path needs
     - 0.421
   * - Power Density
     - 93.8 mW/mm2
   * - Total cells reported by yosys after synthesis
     - 635
   * - CP Max Fanout
     - 9
   * - Registers with the most flip-flops
     - count (101)
   * - Placeable core region
     - 0.0110 mm2
   * - Biggest register
     - count
   * - Largest net degree at the start of global routing
     - 67
   * - Power share of the clock group
     - 0.461
   * - DRT Wirelength
     - 14800 um
   * - Sequential area share after synthesis
     - 0.441
   * - Required time at the worst-slack endpoint
     - 11.12 ns
   * - Leakage component of the power
     - 0.00238 uW
   * - Number of maximum-capacitance constraint violations
     - 0
   * - Worst relative slew slack
     - 0.442
   * - Net Sw Frac
     - 0.209
   * - Chip area line of the yosys report
     - 0.00574 mm2
   * - I/O pin cnt
     - 4
   * - Post-Synthesis Mean Instance Area
     - 9.03 um2
   * - CTS max path bufs
     - 2
   * - Setup repair after global routing missed its margin
     - false
   * - Flops & latches, synth
     - 101
   * - Number of buffers inserted by post-CTS setup repair
     - 0
   * - Clk ins delay skew pair
     - 0.35 ns
   * - Final Hold Violation Tally
     - 0
   * - Clock tree root buffer cell
     - sky130_fd_sc_hd__clkbuf_16
   * - Simple-gate portion of the synthesized area
     - 0.359
   * - Largest vdd supply drop
     - 0.000106 V
   * - Largest cells by area after synthesis
     - sky130_fd_sc_hd__dfrtp_1, sky130_fd_sc_hd__xnor2_1, sky130_fd_sc_hd__nor2_1
   * - Relative area change from synthesis to final layout
     - 7.57%
   * - Number of flip-flops under the largest register name
     - 101
   * - Gates resized, CTS repair
     - 0
   * - CP Buf/Inv Count
     - 2
   * - Number of core rows
     - 38
   * - Worst Skew
     - 0.00718 ns
   * - Number of global-route vias before repair
     - 4466
final cells by class:
cell class                      count  area [um2]
Clock buffer                       10         239
Clock inverter                      5        75.1
Fill cell                         982        4860
Inverter                           14        52.6
Multi-Input combinational cell    497        3050
Sequential cell                   101        2530
Tap cell                          140         175
Timing Repair Buffer                6        50.0
layer usage:
layer  vias up  share of wire
li1       2276              -
met1      2284           0.47
met3        15          0.062
met2       117           0.45
met5         -              0
met4         0          0.017
cell usage in the layout, fill, tap and decap left out, types with 6 or more instances in the layout:
cell and n:
sky130_fd_sc_hd__dfrtp_1 101, sky130_fd_sc_hd__nor2_1 87, sky130_fd_sc_hd__nand2_1 50, sky130_fd_sc_hd__xnor2_1 48, sky130_fd_sc_hd__nand3_1 47, sky130_fd_sc_hd__nor4_1 38
sky130_fd_sc_hd__nand4_1 37, sky130_fd_sc_hd__nor3_1 26, sky130_fd_sc_hd__a21oi_1 25, sky130_fd_sc_hd__xor2_1 19, sky130_fd_sc_hd__or3_1 18, sky130_fd_sc_hd__o21ai_0 16
sky130_fd_sc_hd__inv_1 12, sky130_fd_sc_hd__mux2i_1 11, sky130_fd_sc_hd__nand2b_1 10, sky130_fd_sc_hd__and4_1 10, sky130_fd_sc_hd__and3_1 9, sky130_fd_sc_hd__clkbuf_16 9
sky130_fd_sc_hd__or4_1 6
metrics by stage:
stage / cell area (um2) / setup slack [ns] / total power [uW] / util / hold WS (ns)
2_1_floorplan: 5740 / 9.55 / 308 / - / 0.513
3_3_place_gp: 5860 / 8.55 / 318 / 0.531 / 0.539
3_5_place_dp: 5860 / 8.47 / 318 / 0.531 / 0.540
4_1_cts: 6170 / 8.05 / 588 / 0.559 / 0.551
5_1_grt: 6170 / 7.73 / 598 / 0.559 / 0.582
6_report: 6170 / 8.04 / 579 / 0.559 / 0.551
worst paths after layout:
kind	from	end	slack, ns	depth (start not counted)
max	count[89]	done	8.04	6
min	count[100]	count[100]	0.55	2
max reg2reg	count[33]	count[98]	10.81	6
min reg2reg	count[100]	count[100]	0.55	2
max in group asynchronous	rst_n	count[73]	10.32	2
min in group asynchronous	rst_n	count[51]	2.44	1
worst register-to-register path, cell delays in order, from the launching register on:
cell                      delay [ns]
sky130_fd_sc_hd__dfrtp_1        0.47
sky130_fd_sc_hd__nand4_1        0.20
sky130_fd_sc_hd__nor2_1         0.64
sky130_fd_sc_hd__nand4_1        0.85
sky130_fd_sc_hd__nor4_1         0.58
sky130_fd_sc_hd__xnor2_1        0.17
sky130_fd_sc_hd__nor2_1         0.05
power by group through the flow:
stage         Clock [uW]  Combinational, uW  Sequential (uW)
finish               267               16.2              296
global route         284               18.6              296
CTS                  275               16.8              296
logic make-up (layout without fill, tap and decap cells):
family | Yosys count | count (layout)
AND-OR/OR-AND | 49 | 49
XOR/XNOR | 67 | 67
adder cells (fa/ha/maj) | 2 | 2
buffers and inverters | 37 | 35
flip-flops | 101 | 101
multiplexers | 11 | 11
AND/OR/NAND/NOR | 368 | 368
Power figures rest on the tool's default switching activity, not on a simulated workload.
